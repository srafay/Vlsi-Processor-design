==> flow/run.sh <==
#!/bin/bash
# OpenROAD 26Q1-2900-gdf79404cd8, Yosys 0.63+post, stock flow scripts
make -C /OpenROAD-flow-scripts/flow DESIGN_CONFIG=/design/flow/config.mk WORK_HOME=/design/flow/orfs finish
==> flow/config.mk <==
export PLATFORM = sky130hd
export DESIGN_NAME = reg_reg
export DESIGN_NICKNAME = reg_reg
export VERILOG_FILES = /design/flow/design.v
export SDC_FILE = /design/flow/constraint.sdc
export NUM_CORES = 4
export LEC_CHECK = 1
export CORE_UTILIZATION = 50
==> flow/constraint.sdc <==
current_design reg_reg

set clk_period 1.8
set clk_io_pct 0.2

create_clock -name clk0 -period $clk_period [get_ports {clk}]

set non_clock_inputs [all_inputs -no_clocks]
set_input_delay [expr $clk_period * $clk_io_pct] -clock clk0 $non_clock_inputs
set_output_delay [expr $clk_period * $clk_io_pct] -clock clk0 [all_outputs]
==> flow/design.v <==
`timescale 1ns / 1ps
module reg_reg(clk, regwrite, ra1, ra2, wa, wd, rd1, rd2);
    input clk;
    input regwrite;
    input [2:0] ra1;
    input [2:0] ra2;
    input [2:0] wa;
    input [7:0] wd;
    output [7:0] rd1;
    output [7:0] rd2;
	 parameter w=3;
reg [7:0] RAM[(1<<w)-1:0];
always @(posedge clk)
if(regwrite)
RAM[wd] <= wd;
assign rd1 = ra1 ? RAM[ra1]:0;
assign rd2 = ra2 ? RAM[ra2]:0;
endmodule
==> results.toml <==
# physical design summary
[floorplanning]
die-height_um = 77.6
chip_area_um2 = 6020
fp_util_pct = 51.9
die_w_um = 77.6
ios = 35
core_area_um2 = 5510
fp-row-count = 27

[placed_design]
dpl-instance-area_um2 = 3450
gp_congestion = 0.902
hpwl_um = 4520
port-buffer-count = 31

[logic_synthesis]
netlist_area_um2 = 2860
synthArstFlopShare_pct = 0
logic_family = "multiplexers"
xor_share_pct = 0
area_leaders = "edfxtp_1, mux2i_1, a221oi_2"
compound_area_share_pct = 14.8
top_cells_by_count = "edfxtp_1, mux2i_1, a221oi_2, mux2_2, nor2b_1"
ys_seq_share_pct = 58.9
ys_sh_simple_pct = 5.26
muxShareOfSynthArea_pct = 15.4
synthFlopType = "edfxtp_1"
adder_share_pct = 0
syn_inst = 182
most_common_cell = "edfxtp_1"
top_cell_area_share_pct = 58.9
ys_ff = 56
synth.distinct_cells = 25
edf_count = 56
avgSynthCellArea_um2 = 15.7
ys_area_um2 = 2860
yosys_warnings = 1
largest_area_cell = "edfxtp_1"
ys_cells = 182

[detailed_routing]
wl_per_cell_um = 19.4
via_count = 1914
drt_wl_total_um = 6530
diodes = 0
first_iter_violations = 111
dr.pass1.iters = 4
drc_errors = 0
antenna_left = 0
drt-vias-per-instance = 5.70

[cells_and_area]
largest_reg_flops = 56
fin_util_pct = 68.9
final_layout_size_suffix_gt1_share_pct = 49.2
num-fill-cells = 372
regArea_um2 = 1680
design_area_um2 = 3790
final-comb-area_um2 = 1200
regMostFlops = "RAM"
area_delta_synth_final_pct = 32.9
reg.largest.list = "RAM: 56 flops"

[critical_path]
path_class = "in2out"
critPathMaxFanout = 5
worstPathRequired_ps = 1440
endpoint_kind = "output port"
cp_data_arrival_time_ps = 1520
startpoint_type = "input pin"

[power]
cellPowerDensity_nw_per_um2 = 680
p_leak_nw = 1.46
peakVddDrop_mv = 0.523

[run_status]
failed_checks = "setup timing"
status = "finished with violations"

[final_timing]
fin_crit_sh_pct = 104
holdWs_ps = 759
setup_viol_count_final = 3
relSlewSlack_pct = 81.3
fin_tns_setup_ps = -157
drv_slew = 0
min_period_ps = 1880
finalHoldViolations = 0
setup_slack_ps = -79.6
rsz0062_at_grt = "yes"
tightest_slew_ps = 279
max_freq_ghz = 0.532

[clock_tree]
cts-buffers-inserted = 5
htreeDepth = 2
ctsHoldBuffers = 0
cts_tree = "yes"
path_clk_slew_ps = 80
cts_root_buf = "clkbuf_8"
clock-sinks = 56
cts_max_path_buffers = 2

[job]
max_cap_violations = 0
warnings = 31

[global_routing]
grt_pass1_wl_um = 10500
track_usage_pct = 25.5
antenna_found_initial = 0
grt_pass1_vias = 2055
grt.overflow.total = 0
grt_max_degree = 16

[hold_path]
min_delay_path_depth = 1
hold_path.class = "in2reg"
## cell type report
type | instances | area share, %
well taps | 72 | 2.37
clock inverters | 1 | 0.0989
multi-input cells | 108 | 31.6
clock buffers | 7 | 2.01
flip-flops and latches | 56 | 44.3
inverters | 1 | 0.0989
repair buffers | 91 | 19.6
## where the power goes
part	total (mW)	switching, mW	internal, mW	leakage [nW]
clock network	0.613	0.341	0.271	0.0399
logic	0.468	0.210	0.258	0.907
registers	1.50	0.0221	1.48	0.509
## critical path, stage by stage
cell	delay, ps
buf_4	130
buf_6	140
mux2_2	340
a221oi_2	200
a311oi_1	90
dlygate4sd2_1	250
## cells in the final DEF (no fill, tap or decap), types with 2 or more instances in the layout
cell / n
a311oi_2: 2
a221oi_4: 5
a221oi_2: 17
a311oi_1: 6
nor2_1: 6
nor2b_4: 2
a211oi_1: 8
buf_2: 16
buf_4: 45
mux2_2: 2
dlygate4sd2_1: 3
clkbuf_1: 2
mux2_4: 14
buf_6: 16
mux2i_1: 24
nand2_1: 3
clkdlybuf4s50_1: 9
clkbuf_8: 5
edfxtp_1: 56
nor2b_1: 9
nand2b_1: 4
## what timing repair did
action,in CTS,in global routing
gates cloned,1,0
pin swaps,27,14
endpoints found under the setup margin,16,14
setup buffers,11,1
resized,113,7
## kinds of logic after synthesis
kind of cell,count (synthesis)
multiplexers,40
AND/OR/NAND/NOR,27
flip-flops,56
buffers and inverters,18
AND-OR/OR-AND,41
## layer usage
layer | GRT usage (%) | routed length, um
met1 | 39.1 | 2740
met2 | 37.9 | 3110
met3 | 11.7 | 601
met4 | 2.83 | 75
met5 | 0 | 0
## worst paths after layout
check   start  slack [ps]         to
max    ra2[0]         -80     rd2[0]
min     wd[3]         760  RAM[1][3]
## per-stage QoR
step           power [mW]  cells  worst slack, ps
2_1_floorplan        1.74    182              313
3_3_place_gp         1.94    315             -761
3_5_place_dp         1.94    315             -802
4_1_cts              2.58    335            -88.4
5_1_grt              2.69    336             -176
6_report             2.58    336            -79.6
No activity file was given, so power comes from the tool's default toggle rates.
